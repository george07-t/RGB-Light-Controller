File: ./config.mk
export PLATFORM = sky130hd
export DESIGN_NAME = RGB_processor
export DESIGN_NICKNAME = RGB_processor
export VERILOG_FILES = /design/flow/design.v
export SDC_FILE = /design/flow/constraint.sdc
export NUM_CORES = 4
export LEC_CHECK = 1
export CORE_AREA = 10 10 104 104
export DIE_AREA = 0 0 114 114
File: ./constraint.sdc
current_design RGB_processor

set clk_period 1.8
set clk_io_pct 0.2

create_clock -name clk0 -period $clk_period [get_ports {clk}]

set non_clock_inputs [all_inputs -no_clocks]
set_input_delay [expr $clk_period * $clk_io_pct] -clock clk0 $non_clock_inputs
set_output_delay [expr $clk_period * $clk_io_pct] -clock clk0 [all_outputs]
File: ./design.v
`timescale 1ps / 1ps
module ALU (
    input [7:0] A, B,        
    input Subtract,           
    output [7:0] ALU_Out,     
    output CarryOut           
);
    wire [7:0] add_result, sub_result;  
    wire add_cout, sub_bout;            
    wire [7:0] result_temp;             
    addition8bit adder (
        .A(A), 
        .B(B), 
        .Cin(1'b0),            
        .Sum(add_result),      
        .Cout(add_cout)        
    );
    subtraction8bit subtractor (
        .A(A),
        .B(B),
        .Cin(1'b1),            
        .Diff(sub_result),     
        .Bout(sub_bout)        
    );
    assign result_temp = (Subtract == 1'b0) ? add_result : sub_result;
    assign CarryOut = (Subtract == 1'b0) ? add_cout : sub_bout;
    assign ALU_Out = result_temp;
endmodule
module RGB_processor (
    input clk,s,
    input [7:0] r_in, g_in, b_in,    
    input write_enable_init,         
    output reg [7:0] r_out, g_out, b_out 
);
    reg [7:0] memory_r, memory_g, memory_b; 
    wire [7:0] alu_out_r, alu_out_g, alu_out_b; 
    ALU alu_r (
        .A(memory_r), 
        .B(8'b00001010), 
        .Subtract(s), 
        .ALU_Out(alu_out_r), 
        .CarryOut()
    );
    ALU alu_g (
        .A(memory_g), 
        .B(8'b00001010), 
        .Subtract(s), 
        .ALU_Out(alu_out_g), 
        .CarryOut()
    );
    ALU alu_b (
        .A(memory_b), 
        .B(8'b00001010), 
        .Subtract(s), 
        .ALU_Out(alu_out_b), 
        .CarryOut()
    );
    always @(posedge clk) begin
    memory_r = write_enable_init ? r_in : alu_out_r;
	memory_g = write_enable_init ? g_in : alu_out_g;
	memory_b = write_enable_init ? b_in : alu_out_b;
        r_out <= memory_r;
        g_out <= memory_g;
        b_out <= memory_b;
    end
endmodule
`timescale 1ps / 1ps
module addition8bit (
    input [7:0] A,   
    input [7:0] B,    
    input Cin,        
    output [7:0] Sum, 
    output Cout       
);
    wire C1, C2, C3, C4, C5, C6, C7;
    fulladder FA0 (
        .A(A[0]), .B(B[0]), .Cin(Cin),   
        .Sum(Sum[0]), .Cout(C1)
    );
    fulladder FA1 (
        .A(A[1]), .B(B[1]), .Cin(C1),    
        .Sum(Sum[1]), .Cout(C2)
    );
    fulladder FA2 (
        .A(A[2]), .B(B[2]), .Cin(C2),    
        .Sum(Sum[2]), .Cout(C3)
    );
    fulladder FA3 (
        .A(A[3]), .B(B[3]), .Cin(C3),    
        .Sum(Sum[3]), .Cout(C4)
    );
    fulladder FA4 (
        .A(A[4]), .B(B[4]), .Cin(C4),    
        .Sum(Sum[4]), .Cout(C5)
    );
    fulladder FA5 (
        .A(A[5]), .B(B[5]), .Cin(C5),    
        .Sum(Sum[5]), .Cout(C6)
    );
    fulladder FA6 (
        .A(A[6]), .B(B[6]), .Cin(C6),    
        .Sum(Sum[6]), .Cout(C7)
    );
    fulladder FA7 (
        .A(A[7]), .B(B[7]), .Cin(C7),    
        .Sum(Sum[7]), .Cout(Cout)
    );
endmodule
`timescale 1ps / 1ps
module fulladder (
    input A,        
    input B,        
    input Cin,      
    output Sum,     
    output Cout     
);
    wire sum_ab;     
    assign sum_ab = A ^ B;
    assign Sum = sum_ab ^ Cin;
    assign Cout = (A & B) | (Cin & sum_ab);
endmodule
`timescale 1ps / 1ps
module subtraction8bit (
    input [7:0] A,     
    input [7:0] B,      
    input Cin,          
    output [7:0] Diff,  
    output Bout        
);
    wire C1, C2, C3, C4, C5, C6, C7, C8;
    fulladder FA0 (
        .A(A[0]), .B(~B[0]), .Cin(Cin),    
        .Sum(Diff[0]), .Cout(C1)
    );
    fulladder FA1 (
        .A(A[1]), .B(~B[1]), .Cin(C1),     
        .Sum(Diff[1]), .Cout(C2)
    );
    fulladder FA2 (
        .A(A[2]), .B(~B[2]), .Cin(C2),     
        .Sum(Diff[2]), .Cout(C3)
    );
    fulladder FA3 (
        .A(A[3]), .B(~B[3]), .Cin(C3),     
        .Sum(Diff[3]), .Cout(C4)
    );
    fulladder FA4 (
        .A(A[4]), .B(~B[4]), .Cin(C4),     
        .Sum(Diff[4]), .Cout(C5)
    );
    fulladder FA5 (
        .A(A[5]), .B(~B[5]), .Cin(C5),     
        .Sum(Diff[5]), .Cout(C6)
    );
    fulladder FA6 (
        .A(A[6]), .B(~B[6]), .Cin(C6),     
        .Sum(Diff[6]), .Cout(C7)
    );
    fulladder FA7 (
        .A(A[7]), .B(~B[7]), .Cin(C7),     
        .Sum(Diff[7]), .Cout(C8)
    );
    assign Bout = ~C8;
endmodule
File: ./run.sh
#!/bin/bash
# OpenROAD 26Q1-2900-gdf79404cd8, Yosys 0.63+post, stock flow scripts
make -C /OpenROAD-flow-scripts/flow DESIGN_CONFIG=/design/flow/config.mk WORK_HOME=/design/flow/orfs finish
==> results.sh <==
# source this file to load flow results
export IMPL_outcome="finished clean"
export IMPL_irDropWorstVdd_v=0.000402
export IMPL_cts_buffers=3
export IMPL_grt_usage_pct=5.14
export IMPL_setup_worst_path_class="flop to flop"
export IMPL_period_minus_slack_ps=1690
export IMPL_maxSlewHeadroom_pct=86.6
export IMPL_drtIter0Drc=23
export IMPL_yosysTopAreaCell="dfxtp_1"
export IMPL_worstHoldPathType="flop to flop"
export IMPL_grt_pass1_vias=1140
export IMPL_ys_seq_elements=24
export IMPL_warnings=26
export IMPL_power_density_nw_per_um2=908
export IMPL_critical_path_buf_inv_count=1
export IMPL_avgRoutedWirePerCell_um=10.5
export IMPL_drc=0
export IMPL_rows=34
export IMPL_fmax_mhz=593
export IMPL_htree_levels=1
export IMPL_cts_clk_slew_worst_paths_ps=100
export IMPL_hold_viol_final=0
export IMPL_postCtsHoldBufs=0
export IMPL_slowest_delay_ps=340
export IMPL_fp_dieH_um=114
export IMPL_whs_path_depth=2
export IMPL_p_total_mw=2.00
export IMPL_setup_violations=0
export IMPL_grt_ovfl_total=0
export IMPL_yosys_cells=180
export IMPL_cp_end_kind="flop"
export IMPL_common_cells="inv_1, buf_4, ha_1, nand2_1"
export IMPL_cp_top_family="adder cells"
export IMPL_io_buffer_count=50
export IMPL_gp_congestion=0.711
export IMPL_flop_cell="dfxtp_1"
export IMPL_vias_per_cell=3.50
export IMPL_dpl_worst_slack_ps=61.1
export IMPL_r2r_cells=9
export IMPL_drive_gt1_share_pct=14.6
export IMPL_critPathLaunchType="flop"
export IMPL_yosys_warnings=1
export IMPL_period_used_pct=93.7
export IMPL_tightest_slew_ps=199
export IMPL_clock_sinks=24
export IMPL_n_antenna_cell=0
export IMPL_grt_max_degree=24
export IMPL_worstHoldStart="memory_b[1]$_DFF_P_"
export IMPL_rsz0062_at_grt="true"
export IMPL_critPathRequiredTime_ps=2000
export IMPL_worstPathArrival_ps=1890
export IMPL_syn_to_final_growth_pct=37.0
export IMPL_dp_hpwl_mm=2.75
export IMPL_cts_tree="done"
export IMPL_chip_area_sq_um=13000
export IMPL_clockBufferDepth=2
export IMPL_wl_mm=3.36
export IMPL_yosysSeqAreaShare_pct=31.7
export IMPL_drv_slew=0
export IMPL_min_to="memory_b[1]$_DFF_P_"
export IMPL_yosysUniqueCellTypes=17
export IMPL_crit_slowest_cell="dfxtp_2"
export IMPL_top_area_share_pct=26.1
export IMPL_synthArstFlopShare_pct=0
export IMPL_worstSkewPairLatency_ps=270
export IMPL_fin_hold_ws_ps=549
export IMPL_antenna_left=0
export IMPL_antenna_found_initial=0
export IMPL_clockRootBuffer="clkbuf_8"
export IMPL_core_area_sq_um=8680
export IMPL_avgSynthCellArea_sq_um=8.95
export IMPL_grt_first_pass_wirelength_mm=5.47
export IMPL_cts_setup_buffers=0
export IMPL_num_vias=1123
export IMPL_p_leak_nw=0.995
export IMPL_die_w_um=114
export IMPL_pin_count=51
export IMPL_synthTopCellsByArea="dfxtp_1, ha_1, buf_4"
export IMPL_cts_resized=0
export IMPL_yosys_stat_area_sq_um=1610
export IMPL_regToRegSetupSlack_ps=110
export IMPL_first_pass_iters=4
export IMPL_synth_cells=180
export IMPL_setup_ws_ps=114
export IMPL_syn_area_sq_um=1610
export IMPL_r2r_end="memory_r[6]$_DFF_P_"
export IMPL_finalClockSkew_ps=3.12
export IMPL_initial_core_util_pct=18.6
export IMPL_r2r_start="memory_r[1]$_DFF_P_"
export IMPL_worstPathMaxFanout=3
export IMPL_synth_most_common_cell="inv_1"
export IMPL_path_cells="or2_2 -> ha_2 -> inv_2 -> ha_4 -> ha_4 -> ha_2 -> nand2_1 -> o21ai_0 -> o21ai_0"
export IMPL_max_cap_viol_count=0
export IMPL_edf_count=3
routing by layer:
metal  up-vias  wire [um]  GRT usage, %
li1        615          -             -
met1       470       1530          6.31
met2        36       1490          8.39
met3         2        327          2.55
met4         0         12         0.167
met5         -          0             0
flip-flops by register name, summed over array words and instances, names as in the netlist:
signal and flops:
memory_g 8, memory_r 8, memory_b 8
worst min-delay path, stage by stage (launching register included):
cell	delay, ps
dfxtp_2	350
buf_4	120
mux2i_1	60
power breakdown:
group	switching, mW	internal [mW]	leakage, nW
Clock	0.194	0.297	0.0357
Combinational	0.288	0.495	0.753
Sequential	0.0763	0.651	0.206
Total	0.559	1.44	0.995
per-stage QoR:
stage / instance area, sq um / setup TNS, ps / util [%] / instances
after floorplan: 1610 / 0 / - / 180
after global placement: 2100 / 0 / 24.2 / 317
after detailed placement: 2100 / 0 / 24.2 / 317
after CTS: 2170 / 0 / 25.0 / 321
after global routing: 2210 / -10.2 / 25.4 / 321
final: 2210 / 0 / 25.4 / 321
worst max path at each step:
| stage | cells after the start | end | slack (ps) | from |
|---|---|---|---|---|
| CTS | 9 | memory_b[7]$_DFF_P_ | 40 | memory_b[2]$_DFF_P_ |
| global route | 9 | memory_b[7]$_DFF_P_ | -10 | memory_b[2]$_DFF_P_ |
| finish | 9 | memory_r[6]$_DFF_P_ | 110 | memory_r[1]$_DFF_P_ |
final cells by class:
type	instances	area (sq um)
repair buffers	60	588
multi-input cells	99	797
fillers	938	6470
inverters	26	97.6
well taps	108	135
flip-flops and latches	24	517
clock buffers	3	41.3
clock inverters	1	30.0
cells by family after synthesis:
logic type	count (synthesis)	share of synthesized area, %
buf+inv	57	20.7
simple gates	30	7.93
fa+ha+maj	24	18.6
flops	24	31.7
compound gates	21	6.53
mux	15	9.63
xor+xnor	9	4.90
cell usage in the layout, fill, tap and decap left out:
cell / n
clkbuf_8: 3
and2_1: 3
xnor2_1: 6
inv_2: 1
bufinv_16: 1
edfxtp_1: 3
nand2_1: 24
buf_4: 9
o21ai_1: 4
mux2i_1: 11
inv_1: 25
buf_12: 1
clkdlybuf4s50_1: 50
dfxtp_1: 16
or2_2: 3
xor2_1: 3
ha_4: 2
mux2_2: 4
ha_2: 2
o21ai_0: 17
ha_1: 20
dfxtp_2: 5
Power is estimated from default activity; no workload was simulated.
