[flow/design.v]
`timescale 1ps / 1ps
module dflipflop(
    input din, 
    input clk, 
    output reg q, 
    output qBar
);
    initial q = 0;
    always @(posedge clk) begin
        q <= din; 
    end
    assign qBar = ~q;
endmodule
`timescale 1ps / 1ps
module memory8bit (
    input [7:0] data_in,       
    input write_enable,        
    input clk,                
    output [7:0] data_out      
);
    wire [7:0] q;
    wire [7:0] qBar;
    wire [7:0] din;
    assign din[0] = (write_enable & data_in[0]) | (~write_enable & q[0]);
    assign din[1] = (write_enable & data_in[1]) | (~write_enable & q[1]);
    assign din[2] = (write_enable & data_in[2]) | (~write_enable & q[2]);
    assign din[3] = (write_enable & data_in[3]) | (~write_enable & q[3]);
    assign din[4] = (write_enable & data_in[4]) | (~write_enable & q[4]);
    assign din[5] = (write_enable & data_in[5]) | (~write_enable & q[5]);
    assign din[6] = (write_enable & data_in[6]) | (~write_enable & q[6]);
    assign din[7] = (write_enable & data_in[7]) | (~write_enable & q[7]);
    dflipflop dff0 (
        .din(din[0]),
        .clk(clk),
        .q(q[0]),
        .qBar(qBar[0])
    );
    dflipflop dff1 (
        .din(din[1]),
        .clk(clk),
        .q(q[1]),
        .qBar(qBar[1])
    );
    dflipflop dff2 (
        .din(din[2]),
        .clk(clk),
        .q(q[2]),
        .qBar(qBar[2])
    );
    dflipflop dff3 (
        .din(din[3]),
        .clk(clk),
        .q(q[3]),
        .qBar(qBar[3])
    );
    dflipflop dff4 (
        .din(din[4]),
        .clk(clk),
        .q(q[4]),
        .qBar(qBar[4])
    );
    dflipflop dff5 (
        .din(din[5]),
        .clk(clk),
        .q(q[5]),
        .qBar(qBar[5])
    );
    dflipflop dff6 (
        .din(din[6]),
        .clk(clk),
        .q(q[6]),
        .qBar(qBar[6])
    );
    dflipflop dff7 (
        .din(din[7]),
        .clk(clk),
        .q(q[7]),
        .qBar(qBar[7])
    );
    assign data_out = q;
endmodule
`timescale 1ps / 1ps
module memoryunit(
    input [7:0] r_in, g_in, b_in,   
    input write_enable_r,           
    input write_enable_g,           
    input write_enable_b,           
    input clk,                     
    output [7:0] r_out, g_out, b_out 
);
    memory8bit memory_r (
        .data_in(r_in),
        .write_enable(write_enable_r),
        .clk(clk),
        .data_out(r_out)
    );
    memory8bit memory_g (
        .data_in(g_in),
        .write_enable(write_enable_g),
        .clk(clk),
        .data_out(g_out)
    );
    memory8bit memory_b (
        .data_in(b_in),
        .write_enable(write_enable_b),
        .clk(clk),
        .data_out(b_out)
    );
endmodule
[flow/run.sh]
#!/bin/bash
# OpenROAD 26Q1-2900-gdf79404cd8, Yosys 0.63+post, stock flow scripts
make -C /OpenROAD-flow-scripts/flow DESIGN_CONFIG=/design/flow/config.mk WORK_HOME=/design/flow/orfs finish
[flow/config.mk]
export PLATFORM = sky130hd
export DESIGN_NAME = memoryunit
export DESIGN_NICKNAME = memoryunit
export VERILOG_FILES = /design/flow/design.v
export SDC_FILE = /design/flow/constraint.sdc
export NUM_CORES = 4
export LEC_CHECK = 1
export CORE_AREA = 10 10 78 78
export DIE_AREA = 0 0 88 88
[flow/constraint.sdc]
current_design memoryunit

set clk_period 1.0
set clk_io_pct 0.2

create_clock -name clk0 -period $clk_period [get_ports {clk}]

set non_clock_inputs [all_inputs -no_clocks]
set_input_delay [expr $clk_period * $clk_io_pct] -clock clk0 $non_clock_inputs
set_output_delay [expr $clk_period * $clk_io_pct] -clock clk0 [all_outputs]
==> run notes <==
Here are the numbers from the latest Yosys + OpenROAD run.

The run finished with clean final reports. The final weighted congestion recorded by global placement is 0.675. The relative slew slack is 92.7%.

The post-synthesis cell area is 901 µm². After detailed routing, the total wire length is 1780 µm. Synthesis instantiated 2 different standard cells from the library. The violation tally recorded at the end of detailed-routing iteration 0 is 18.

According to the floorplan report, the die width is 88 µm. Recorded from the global router log, the overflow total was 0. The tree is rooted in a sky130_fd_sc_hd__clkbuf_8.

The fraction of final layout cells sized beyond drive strength 1 came out at 38.6%. The complex-gate fraction of the synthesized area came out at 0%. The timing report notes that buffer and inverter cells on the critical path total 1. The yosys-reported design area after synthesis is 901 µm². The overall die area is 7740 µm². For this design the ratio of total power to cell area is 1530 nW/µm². The number of buffers on the longest clock path came out at 2.

The worst path needs 0.953 ns of the cycle, external delays included. The tally of buffers added on design ports is 51. The highest ir drop seen on vdd is 0.791 mV.

The floorplan core area came out at 4410 µm². Looking at the clock tree report, the H-tree level count equals 1. Per the cell usage report, the commonest logic cell in the layout is sky130_fd_sc_hd__clkdlybuf4s50_1. The class of the most critical hold timing path is input pin to register. The number of antenna violations at the first check in global routing came out at 0. In this design, the stage delay of the slowest critical-path cell is 0.37 ns. By instance count after routing, the leading logic cell types are sky130_fd_sc_hd__clkdlybuf4s50_1 (27), sky130_fd_sc_hd__edfxtp_1 (24), sky130_fd_sc_hd__buf_2 (24).

The timing report shows that the slowest cell on the worst path is sky130_fd_sc_hd__edfxtp_1. The number of search-and-repair iterations in the first detailed-routing pass is 2. The via density per instance came out at 3.24. The detail route stage leaves a number of antenna-violating nets equal to 0. Yosys shows that the main logic family after synthesis is buffers and inverters.

The cell sequence reported for the critical path is buf_2. 0 antenna diodes ended up in the layout. Yosys stat counts 48 cells in the synthesized netlist. The instance tally after logic synthesis came out at 48.

TritonCTS built the clock tree. According to the timing report, the data required time at the worst endpoint equals 0.80 ns. The DRC violation count after routing is 0. 52 I/O pins were placed. The number of core rows is 24. The number of buffers inserted to repair setup after CTS is 0. The post-synthesis xor/xnor area fraction came out at 0%. For this run, the final setup violation count is recorded as 0. The overall power of the completed layout is 1.94 mW.

Counting the buffers created by CTS gives 3. The synthesized area per cell came out at 18.8 µm². The number of hold violations in the final report came out at 0. The clock transition at the registers of the reported paths is 0.07 ns. The pin closest to its max-slew limit shows a slew of 0.110 ns. The via count of the first global-routing pass came out at 528.

The multi-input gate count came out at 0. The total area of multi-input combinational cells came out at 0 µm². Per the detail_route report, routed wire per instance is 13.2 µm. STA classifies the critical path endpoint as a primary output. The number of slew-limit violations in the final report came out at 0. The part of the cycle the worst path needs is 95.3%. The cell leakage power came out at 0.485 nW.

The count of max-cap constraint violations came out at 0. Yosys reports the multiplexer fraction of the synthesized area as 0%. The flow reports an fmax of 1050 MHz. The count of synthesis-stage warnings from yosys is 1. Summing the areas of all fa, ha and maj instances in the mapped netlist gives 0% of the synthesized area. The sequential area share after synthesis is 80.0%. The total of flip-flops plus latches after synthesis is 24. The critical path data arrival time came out at 0.75 ns.

The sink count of the clock tree came out at 24. The startpoint type of the worst setup path is a register. In this design, the largest share of critical-path delay is due to flip-flops.

Setup repair after global routing could not meet its margin everywhere. The relative area change from synthesis to final layout is 40.7%. Counting instances, the worst hold path has a depth of 1.

In the setup report, the worst path falls into the class register to primary output. The core utilization before placement is 20.4%. The total global routing track utilization is 4.70%. The startpoint identified for the worst hold timing path is g_in[3]. The critical-path maximum fanout came out at 1.

In this run, the synthesized area fraction spent on and/or/nand/nor cells is recorded as 0%. The tool warning count is 26. The die is 88 µm tall. The global-route wire length before repair came out at 2800 µm. The setup TNS came out at 0 ns. The largest net degree at the start of global routing is 13. The detailed-route via count came out at 437.
[per-stage QoR]
step	util, %	setup WS, ns	std cells	hold WS (ns)	instance area [µm²]
2_1_floorplan	-	0.346	48	0.299	901
3_3_place_gp	30.5	-0.126	132	0.756	1350
3_5_place_dp	30.5	-0.133	132	0.758	1350
4_1_cts	28.7	0.0177	135	0.485	1270
5_1_grt	28.7	-0.0159	135	0.477	1270
6_report	28.7	0.0466	135	0.496	1270
[routing by layer]
metal | share of wire, % | track usage (%) | vias up
li1 | - | - | 214
met1 | 31 | 4.22 | 193
met2 | 52 | 8.33 | 28
met3 | 17 | 3.84 | 2
met4 | 0.56 | 0.290 | 0
met5 | 0 | 0 | -
[final cells by class]
cell class            instances  area (µm²)
fill                        439        3150
sequential                   24         721
timing repair buffer         56         440
tap                          52        65.1
clock buffer                  3        41.3
[power breakdown]
part / internal, mW / leakage [nW] / total [mW] / switching [mW]
clock network: 0.268 / 0.0216 / 0.528 / 0.260
registers: 1.19 / 0.235 / 1.21 / 0.0149
logic: 0.155 / 0.229 / 0.201 / 0.0465
total: 1.62 / 0.485 / 1.94 / 0.321
[worst max-delay path by stage]
stage / startpoint / to / slack, ns / depth (start not counted)
4_1_cts: register / r_out[1] / 0.02 / 1
5_1_grt: register / r_out[1] / -0.02 / 1
6_report: register / r_out[1] / 0.05 / 1
[timing repair]
item | in CTS | in global routing
endpoints found under the setup margin | 24 | 3
gates resized | 73 | 0
endpoints found under the hold margin | 0 | 0
hold buffers | 0 | 0
[Yosys cell counts (all sizes together)]
cell    instances  area share, %
edfxtp         24             80
buf            24             20
[kinds of logic after synthesis]
group / after synthesis
flip-flops: 24
buffers and inverters: 24
Power is estimated from default activity; no workload was simulated.
